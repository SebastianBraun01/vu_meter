==> design.v <==
`default_nettype none
module ROM #(parameter ADDR = 256) (
  input wire i_clk,
  input wire [$clog2(ADDR) - 1:0] i_addr,
  input wire i_ren,
  output reg [23:0] o_data
);
  integer i;
  reg [23:0] register [0:ADDR - 1];
  initial begin
    for (i = 0; i < ADDR; i = i + 1) register[i] = 'b0;
    register[0] = 24'b000000000000111100000000;
    register[1] = 24'b000000000000111100000000;
    register[2] = 24'b000000000000111100000000;
    register[3] = 24'b000000000000111100000000;
    register[4] = 24'b000000000000111100000000;
    register[5] = 24'b000000000000111100000000;
    register[6] = 24'b000000000000111100000000;
    register[7] = 24'b000000000000111100000000;
    register[8] = 24'b000000000000111100000000;
    register[9] = 24'b000000000000111100000000;
    register[10] = 24'b000000000000111100000000;
    register[11] = 24'b000000000000111100000000;
    register[12] = 24'b000000000000111100000000;
    register[13] = 24'b000000000000111100000000;
    register[14] = 24'b000000000000111100000000;
    register[15] = 24'b000000000000111100000000;
    register[16] = 24'b000000000000111100000000;
    register[17] = 24'b000000000000111100000000;
    register[18] = 24'b000000000000111100000000;
    register[19] = 24'b000000000000111100000000;
  end
  always @(posedge i_clk) begin
    if (i_ren == 1) o_data <= register[i_addr];
    else o_data <= 'bZ;
  end
endmodule
`default_nettype none
module npxl_controller #(parameter LEDS = 20, parameter ADDR = 8) (
  input wire i_clk,
  input wire i_send,
  input wire [ADDR - 1:0] i_value,
  output wire o_npxl_data,
  output wire o_rdy
);
  reg [ADDR - 1:0] value_reg;
  wire [23:0] color_data;
  wire [$clog2(2 * LEDS) - 1:0] color_addr;
  wire [$clog2(2 * LEDS) - 1:0] color_reg;
  wire r;
  wire inverse_clk;
  initial begin
    value_reg = 0;
  end
  npxl_treiber #(.LEDS(LEDS)) treiber(
    .i_clk(i_clk),          
    .i_en(i_send),
    .i_color_data(color_data),
    .o_color_reg(color_reg[$clog2(2 * LEDS) - 2:0]),
    .o_npxl_data(o_npxl_data),
    .o_rdy(o_rdy)
  );
  ROM #(.ADDR(2 * LEDS)) speicher(
    .i_clk(inverse_clk),
    .i_addr(color_addr),
    .i_ren(r),
    .o_data(color_data)
  );
  always @(posedge i_clk) begin
    if (i_send == 1'b1) begin
      value_reg <= i_value;
    end
  end
  assign r = ~o_rdy;
  assign inverse_clk = ~i_clk;
  assign color_reg[$clog2(2 * LEDS) - 1] = 1'b0;
  assign color_addr = (color_reg >= value_reg) ? color_reg + LEDS : color_reg;
endmodule
`default_nettype none
module npxl_treiber #(parameter LEDS = 20) (
  input wire i_clk,          
  input wire i_en,
  input wire [23:0] i_color_data,
  output reg [$clog2(LEDS) - 1:0] o_color_reg,
  output reg o_npxl_data,
  output reg o_rdy
);
  localparam IDLE = 2'b00;
  localparam FETCH = 2'b01;
  localparam SHIFT_OUT = 2'b10;
  localparam CONFIRM = 2'b11;
  reg [1:0] state;
  reg [23:0] color_data;
  reg [11:0] counter;
  reg [7:0] bit_counter;
  reg [$clog2(LEDS) - 1:0] led_counter;
  initial begin
    state = IDLE;
    color_data = 0;
    counter = 0;
    bit_counter = 24;
    led_counter = LEDS;
    o_color_reg = 0;
    o_npxl_data = 1'b0;
    o_rdy = 1'b1;
  end
  always @(posedge i_clk) begin
    case (state)
      IDLE: begin  
        counter <= 0;
        bit_counter <= 24;
        led_counter <= LEDS;
        o_npxl_data <= 1'b0;
        o_rdy <= 1'b1;
        if (i_en == 1'b1) begin
          state <= FETCH;
          o_color_reg <= LEDS - led_counter;
          o_rdy <= 1'b0;
        end
      end
      FETCH: begin  
        color_data <= i_color_data;
        led_counter <= led_counter - 1;
        state <= SHIFT_OUT;
      end
      SHIFT_OUT: begin  
        if (color_data[bit_counter - 1] == 0) begin
          if (counter < 20) o_npxl_data <= 1'b1;
          else o_npxl_data <= 1'b0;
        end
        else begin
          if (counter < 40) o_npxl_data <= 1'b1;
          else o_npxl_data <= 1'b0;
        end
        if (counter == 60) begin
          counter <= 0;
          bit_counter <= bit_counter - 1;
        end
        else counter <= counter + 1;
        if (bit_counter == 0) begin
          counter <= 0;
          bit_counter <= 24;
          o_color_reg <= LEDS - led_counter;
          if (led_counter == 0) begin
            led_counter <= LEDS;
            state <= CONFIRM;
          end
          else begin
            state <= FETCH;
          end
        end
      end
      CONFIRM: begin  
        counter <= counter + 1;
        o_color_reg <= LEDS - led_counter;
        o_npxl_data <= 1'b0;
        if (counter == 3600) begin
          state <= IDLE;
          counter <= 0;
        end
      end
    endcase
  end
endmodule
==> run.sh <==
#!/bin/bash
# OpenROAD 26Q1-2900-gdf79404cd8, Yosys 0.63+post, stock flow scripts
make -C /OpenROAD-flow-scripts/flow DESIGN_CONFIG=/design/flow/config.mk WORK_HOME=/design/flow/orfs finish
==> config.mk <==
export PLATFORM = sky130hd
export DESIGN_NAME = npxl_controller
export DESIGN_NICKNAME = npxl_controller
export VERILOG_FILES = /design/flow/design.v
export SDC_FILE = /design/flow/constraint.sdc
export NUM_CORES = 4
export LEC_CHECK = 1
export CORE_UTILIZATION = 40
==> constraint.sdc <==
current_design npxl_controller

set clk_period 5.4
set clk_io_pct 0.2

create_clock -name clk0 -period $clk_period [get_ports {i_clk}]

set non_clock_inputs [all_inputs -no_clocks]
set_input_delay [expr $clk_period * $clk_io_pct] -clock clk0 $non_clock_inputs
set_output_delay [expr $clk_period * $clk_io_pct] -clock clk0 [all_outputs]
==> results_dict.tcl <==
# metrics dict for downstream scripts
set metrics [dict create \
    status "completed" \
    cts_sinks 44 \
    final_antenna_net_count 0 \
    cts_setup_buffers 0 \
    syn2layout_area_growth_pct 11.8 \
    topCellsByArea "edfxtp_1 56%, ha_1 8.1%, xor2_1 4.9%" \
    avgSynthCellArea_um2 12.2 \
    clock_latency_ns 0.34 \
    worstSetupEndpointType "flop" \
    io_pins 12 \
    rr_startpoint "treiber.o_color_reg[2]" \
    ys_seq_frac 0.566 \
    critPathLaunch "treiber.o_color_reg[2]" \
    top_cell_area_share 0.557 \
    yosys.area.top_type "edfxtp_1" \
    grt_pass1_wl_um 6240 \
    crit_chain "ha_1 -> nor2b_1 -> o21ai_0 -> nand3_1 -> o31a_1" \
    track_usage 0.133 \
    rsz0062_at_grt "no" \
    path_class "flop to flop" \
    antenna_cells 0 \
    synth_cell_types 41 \
    post-dp-hpwl_um 2440 \
    yosysWarningCount 4 \
    hp-start "treiber.led_counter[0]" \
    numCtsBuffers 5 \
    warning_count 31 \
    cp_data_arrival_time_ns 1.65 \
    drt_iter0_drc 43 \
    critical-path-max-stage-delay_ns 0.46 \
    wl_um 3520 \
    syn_area_um2 2320 \
    hold_viol 0 \
    cellPowerDensity_nw_per_um2 548 \
    leakage_nw 0.943 \
    crit_slowest_cell "edfxtp_1" \
    firstDrtPassIters 4 \
    path_clk_slew_ns 0.08 \
    yosys_cells 190 \
    ys.flops 44 \
    holdBufCountCts 0 \
    start_kind "flop" \
    cts_resized 0 \
    htreeDepth 2 \
    dieHeight_um 78.1 \
    cp_top_family "flip-flops" \
    cp_max_fo 5 \
    synthCells 190 \
    edf_count 43 \
    max_slew.worst_pin.slew_ns 0.860 \
    cts_tree "built" \
    cts_buffer_depth 2 \
    fin_setup_tns_ns 0 \
    peakVddDrop_mv 0.234 \
    largest_reg_flops 12 \
    drive_gt1_frac 0.126 \
    vias 1357 \
    common_cells "43 x edfxtp_1, 20 x inv_1, 15 x ha_1, 14 x nor2_1, 13 x xor2_1" \
    core_area_um2 5540 \
    num_rows 27 \
    async_flop_share 0 \
    wl_per_cell_um 12.7 \
    total_power_mw 1.42 \
    gp_congestion 0.842 \
    finalClockSkew_ns 0.0525 \
    top_cell "edfxtp_1" \
    worstPathRequired_ns 2.93 \
    initial_utilization 0.418 \
    die_area_um2 6100 \
    cts.root.buffer_cell "clkbuf_8" \
    setup-violations-final 0 \
    gr-total-overflow 0 \
    relSlewSlack 0.427 \
    worst-path-buf-inv 0 \
    first_global_vias 1346 \
    antenna_found_initial 0 \
    hp-class "flop to flop" \
    grt_max_degree 18 \
    drc 0 \
    ys_area_um2 2320 \
    drv_slew 0 \
    die_x_um 78.1 \
    vias_per_cell 4.88 \
    cap_violations 0 \
    ff_type "edfxtp_1" \
    placement.io_buffers 11 \
]
-- metrics by stage --
step           worst slack, ns  std cells  cell area [µm²]   util  hold WS [ns]
2_1_floorplan             1.34        190             2320      -         0.492
3_3_place_gp              1.30        270             2500  0.451         0.526
3_5_place_dp              1.27        270             2500  0.451         0.532
4_1_cts                   1.28        278             2590  0.468         0.548
5_1_grt                   1.14        278             2590  0.468         0.596
6_report                  1.28        278             2590  0.468         0.540
-- placed cells by master (no fill, tap or decap), drive strengths merged, types with 2 or more instances in the layout --
cell           instances
nand3                  6
xnor2                  5
clkbuf                 6
clkdlybuf4s50         11
xor2                  13
inv                   22
o21ai                  6
nand4                  5
nor3                   6
or3                    2
nor2                  24
and2                   3
a21o                   2
nand2                  3
o31ai                  2
and4                   3
or4                    2
nor2b                  3
edfxtp                43
ha                    15
nand2b                 2
or2                    2
a21oi                  6
-- cells by family (layout without fill, tap and decap cells) --
family / after synthesis / in the layout / share of synthesized area
adder cells (fa/ha/maj): 15 / 15 / 0.0809
XOR/XNOR: 18 / 18 / 0.0680
AND/OR/NAND/NOR: 66 / 66 / 0.162
buffers and inverters: 23 / 39 / 0.0421
AND-OR/OR-AND: 24 / 24 / 0.0810
flip-flops: 44 / 44 / 0.566
-- worst register-to-register path, cell delays in order, from the launching register on --
cell      delay [ns]
edfxtp_1        0.46
ha_1            0.31
nor2b_1         0.04
o21ai_0         0.22
nand3_1         0.11
o31a_1          0.24
-- report_power, final --
part	total (mW)	leakage [nW]	switching (mW)	internal (mW)
Clock	0.220	0.0574	0.115	0.105
Combinational	0.489	0.450	0.290	0.199
Sequential	0.710	0.436	0.120	0.590
-- metal layers --
| metal | up-vias | wire (µm) | GRT usage |
|---|---|---|---|
| li1 | 710 | - | - |
| met1 | 622 | 1880 | 0.226 |
| met2 | 18 | 1450 | 0.184 |
| met3 | 7 | 137 | 0.0331 |
| met4 | 0 | 59 | 0.0278 |
| met5 | - | 0 | 0 |
-- layout make-up --
cell class	instances	area, µm²
well taps	72	90.1
multi-input cells	123	910
fillers	510	2950
clock buffers	6	82.6
clock inverters	3	16.3
repair buffers	11	110
inverters	19	71.3
flip-flops and latches	44	1310
-- worst paths after layout --
check | slack [ns] | depth (start not counted) | endpoint
worst max-delay path | 1.28 | 5 | speicher.o_data[10]
worst min-delay path | 0.54 | 0 | treiber.o_color_reg[0]
worst max register to register | 1.28 | 5 | speicher.o_data[10]
worst min register to register | 0.54 | 0 | treiber.o_color_reg[0]
Power is estimated from default activity; no workload was simulated.
