[./config.mk]
export PLATFORM = sky130hd
export DESIGN_NAME = uart_rx
export DESIGN_NICKNAME = uart_rx
export VERILOG_FILES = /design/flow/design.v
export SDC_FILE = /design/flow/constraint.sdc
export NUM_CORES = 4
export LEC_CHECK = 1
export CORE_UTILIZATION = 30
[./constraint.sdc]
current_design uart_rx

set clk_period 2.3
set clk_io_pct 0.2

create_clock -name clk0 -period $clk_period [get_ports {i_clk}]

set non_clock_inputs [all_inputs -no_clocks]
set_input_delay [expr $clk_period * $clk_io_pct] -clock clk0 $non_clock_inputs
set_output_delay [expr $clk_period * $clk_io_pct] -clock clk0 [all_outputs]
[./design.v]
`default_nettype none
module uart_rx #(parameter BAUD = 115200, parameter WIDTH = 8) (
  input wire i_clk,     
  input wire i_rx,
  output reg [WIDTH - 1:0] o_data,
  output reg o_dv
);
localparam BAUD_CLK = 48000000 / BAUD;
localparam IDLE = 2'b00;
localparam RX_START = 2'b01;
localparam RX_DATA = 2'b10;
localparam RX_STOP = 2'b11;
reg [1:0] state;
reg [9:0] counter;
reg [2:0] bit_counter;
reg [WIDTH - 1:0] rx_data;
initial begin
  state = 0;
  counter = 0;
  bit_counter = 0;
  rx_data = 'b0;
  o_data = 'b0;
  o_dv = 1'b1;
end
always @(posedge i_clk) begin
  case (state)
    IDLE: begin  
      counter <= 0;
      bit_counter <= 0;
      rx_data <= 'b0;
      o_dv <= 1'b1;
      if (i_rx == 1'b0) state <= RX_START;
      else state <= IDLE;
    end
    RX_START: begin  
      if (counter < (BAUD_CLK - 1) / 2) begin
        counter <= counter + 1;
        state <= RX_START;
      end
      else begin
        if (i_rx == 1'b0) begin
          counter <= 0;
          o_dv <= 1'b0;
          state <= RX_DATA;
        end
        else state <= IDLE;
      end
    end
    RX_DATA: begin  
      if (counter < BAUD_CLK - 1) begin
        counter <= counter + 1;
        state <= RX_DATA;
      end
      else begin
        rx_data[bit_counter] <= i_rx;
        counter <= 0;
        if (bit_counter < 7) begin
          bit_counter <= bit_counter + 1;
          state <= RX_DATA;
        end
        else begin
          bit_counter <= 0;
          state <= RX_STOP;
        end
      end
    end
    RX_STOP: begin  
      if (counter < BAUD_CLK - 1) begin
        counter <= counter + 1;
        state <= RX_STOP;
      end
      else begin
        counter <= 0;
        o_data <= rx_data;
        state <= IDLE;
      end
    end
  endcase
end
endmodule
[./run.sh]
#!/bin/bash
# OpenROAD 26Q1-2900-gdf79404cd8, Yosys 0.63+post, stock flow scripts
make -C /OpenROAD-flow-scripts/flow DESIGN_CONFIG=/design/flow/config.mk WORK_HOME=/design/flow/orfs finish
==> GITHUB_STEP_SUMMARY <==
## Implementation flow summary

| Metric | Value |
|---|---|
| Crit-path leading delay family | `simple AND/OR/NAND/NOR gates` |
| CP endpoint kind | `register` |
| Final Setup Violations | `0` |
| Crit path required time | `2.21 ns` |
| Mapped Area | `1560 um2` |
| Max incr delay on CP | `0.63 ns` |
| Die area | `5510 um2` |
| CTS tree | `yes` |
| Slew @ Worst Pin | `0.749 ns` |
| RSZ-0062 raised after global routing | `no` |
| Clock buffer depth | `2` |
| Yosys warnings | `1` |
| Max cap viols | `0` |
| Post-layout period usage | `89.7%` |
| Period minus WS final | `2.06 ns` |
| Via density | `4.75` |
| Antenna Cells | `0` |
| Arrival time of the worst setup path | `1.97 ns` |
| H-tree levels | `2` |
| # DRC | `0` |
| Synth cell count leaders | `edfxtp_1, nor2_1, nand2_1, ha_1` |
| Root buffer cell | `clkbuf_8` |
| Peak VDD IR | `0.786 mV` |
| Pre-antenna DRT Iters | `4` |
| PostCTS Resize Cnt | `0` |
| Min-delay src | `rx_data[0]` |
| Lkg Pwr | `0.682 nW` |
| Yosys cell count | `136` |
| Power Density | `1310 nW/um2` |
| Number of top-level pins | `11` |
| Routability Congestion | `0.843` |
| Area Overhead vs Synth | `18.6%` |
| Max Clk Rate | `485 MHz` |
| Register-to-register setup slack | `0.24 ns` |
| Gate Count Post-Synth | `136` |
| # rows | `25` |
| Area leader, netlist | `edfxtp_1` |
| WS Path Type | `register to register` |
| Hold Crit Endpoint | `o_data[0]` |
| Netlist cell types | `34` |
| Post-route ant nets | `0` |
| Total Power | `2.43 mW` |
| Largest net degree at the start of global routing | `12` |
| Average wire per standard cell | `11.4 um` |
| Post-CTS Setup Repair Bufs | `0` |
| Chip width | `74.2 um` |
| Gr usage total | `10.9%` |
| Status | `finished, final reports clean` |
| Vias | `1,045` |
| Dominant cell area share | `57.6%` |
| First-pass GRT wire length | `4.51 mm` |
| Hold Path Class | `register to register` |
| Worst hold path depth | `0` |
| Setup TNS | `0 ns` |
| Final Hold Fails | `0` |
| RR Startpoint | `counter[0]` |
| Num CTS Buffers | `5` |
| Post-synth EDFFs | `30` |
| CP Max Fanout | `9` |
| Met2 Wirelength | `1.20 mm` |
| Global route overflow | `0` |
| Port bufs | `10` |
| Reg-to-reg endpoint | `o_data[3]` |
| Wire length on met3 | `177 um` |
| Tool Warnings | `29` |
| Worst Path Buf+Inv | `0` |
| HPWL Detailed | `1.75 mm` |
| Post-synth area from yosys stat | `1560 um2` |
| Post-synthesis sequential area ratio | `60.2%` |
| Clk latency late pin | `0.28 ns` |
| Pre-Place Util | `32.1%` |
| Count leader, synth | `edfxtp_1` |
| Met1 wire length | `1.09 mm` |
| Skew final | `0.00754 ns` |
| CTS Hold Bufs | `0` |
| Async set or reset register ratio after synthesis | `0%` |
| Vias in the first global route | `1,034` |
| Clock sink count | `32` |
| Core ar. | `4880 um2` |
| Dpl cells | `212` |
| Most area-consuming cells after synthesis | `edfxtp_1, nor2_1, ha_1` |
| Worst path slowest cell | `nor2b_1` |
| Crit start category | `register` |
| Fraction of layout cells with a size suffix above 1 | `7.84%` |
| Commonest flop | `edfxtp_1` |
| Fin cells | `220` |
| Avg Cell Area, Syn | `11.5 um2` |
| Die Height | `74.2 um` |
| Initial drt markers | `49` |
| Slew Limit Fails | `0` |
| Slew HR | `50.0%` |
| Number of synthesized register bits | `32` |
| CTS clk-pin slew, worst paths | `0.06 ns` |
| Final wirelength | `2.50 mm` |
| Worst r2r path cells | `4` |
| Initial antenna violation count | `0` |
| Critical-path cell list | `ha_1 -> and4_4 -> o41a_1 -> nor2b_1` |
| Top sig layer | `met4` |
[worst max-delay path by stage]
stage / startpoint / to / slack [ns] / depth (start not counted)
finish: counter[0] / o_data[3] / 0.24 / 4
CTS: counter[0] / o_data[2] / 0.19 / 4
global route: counter[0] / o_data[6] / 0.09 / 4
[cells by family (layout without fill, tap and decap cells)]
logic type               after synthesis  count (layout)  share of synthesized area [%]
multiplexers                           2               2                           1.28
XOR/XNOR                              10              10                           5.60
other                                  1               1                          0.240
AND/OR/NAND/NOR                       61              61                           18.4
flip-flops                            32              32                           60.2
AND-OR/OR-AND                         16              16                           7.04
buffers and inverters                  8              25                           2.48
adder cells (fa/ha/maj)                6               6                           4.80
[power by group]
group          switching, mW  internal [mW]
Combinational          0.466          0.329
Sequential             0.178          0.936
Clock                  0.198          0.321
[through the flow]
stage | setup WS, ns | instance area [um2] | hold slack (ns) | utilization (%)
2_1_floorplan | 0.480 | 1560 | 0.426 | -
3_3_place_gp | 0.251 | 1750 | 0.440 | 35.8
3_5_place_dp | 0.207 | 1750 | 0.441 | 35.8
4_1_cts | 0.186 | 1850 | 0.454 | 38.0
5_1_grt | 0.0923 | 1850 | 0.473 | 38.0
6_report | 0.237 | 1850 | 0.454 | 38.0
[flip-flops by register name, indices dropped and copies added, names as in the netlist]
| name | cells |
|---|---|
| counter | 10 |
| o_data | 8 |
| rx_data | 8 |
| bit_counter | 3 |
| state | 2 |
| o_dv | 1 |
[cell usage in the layout, fill, tap and decap left out, types with 5 or more instances in the layout]
cell,n
clkbuf_8,5
clkdlybuf4s50_1,10
edfxtp_1,30
ha_1,6
nand2_1,15
nand3_1,5
nor2_1,24
xnor2_1,5
xor2_1,5
[per-layer routing]
| layer | GRT usage [%] | vias to the layer above |
|---|---|---|
| met3 | 5.36 | 4 |
| met4 | 1.50 | 0 |
| li1 | - | 516 |
| met1 | 14.5 | 491 |
| met2 | 17.3 | 34 |
| met5 | 0 | - |
[final cells by class]
cell class	instances	area, um2
tap	67	83.8
clock inverter	2	35.0
inverter	4	15.0
timing repair buffer	13	123
fill	478	3030
sequential	32	941
multi-input combinational	96	584
clock buffer	6	72.6
No activity file was given, so power comes from the tool's default toggle rates.
