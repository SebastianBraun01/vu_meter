**./design.v**
```verilog
`default_nettype none
module RAM #(parameter WIDTH = 8, parameter ADDR = 8) (
  input wire i_clk,
  input wire i_rst,
  input wire [ADDR - 1:0] i_addr,
  input wire i_rw,        
  input wire i_wen,
  input wire [WIDTH - 1:0] i_data,
  output wire [WIDTH - 1:0] o_data
);
  integer i;
  reg [WIDTH - 1:0] register [0:2**ADDR - 1];
  reg [WIDTH - 1:0] buffer;
  task reset_mem;
    integer i;
    for (i = 0; i < 2**ADDR; i = i + 1) register[i] = 'b0;
  endtask
  initial begin
    reset_mem;
  end
  always @(posedge i_clk) begin
    if (i_rst == 1'b1) begin
      if (i_rw == 1'b1) begin
        if (i_wen == 1'b1) begin
          register[i_addr] <= i_data;
        end
      end
    end
    else begin
      reset_mem;
    end
  end
  assign o_data = i_rw ? 'bZ : register[i_addr];
endmodule
```
**./run.sh**
```bash
#!/bin/bash
# OpenROAD 26Q1-2900-gdf79404cd8, Yosys 0.63+post, stock flow scripts
make -C /OpenROAD-flow-scripts/flow DESIGN_CONFIG=/design/flow/config.mk WORK_HOME=/design/flow/orfs finish
```
**./config.mk**
```make
export PLATFORM = sky130hd
export DESIGN_NAME = RAM
export DESIGN_NICKNAME = RAM
export VERILOG_FILES = /design/flow/design.v
export SDC_FILE = /design/flow/constraint.sdc
export NUM_CORES = 4
export LEC_CHECK = 1
export CORE_UTILIZATION = 30
```
**./constraint.sdc**
```tcl
current_design RAM

set clk_period 16.3
set clk_io_pct 0.2

create_clock -name clk0 -period $clk_period [get_ports {i_clk}]

set non_clock_inputs [all_inputs -no_clocks]
set_input_delay [expr $clk_period * $clk_io_pct] -clock clk0 $non_clock_inputs
set_output_delay [expr $clk_period * $clk_io_pct] -clock clk0 [all_outputs]
```
==> design notes <==
The run finished, with violations left. The checks that failed: max-capacitance violations, max-slew violations. In this run the vertical extent of the chip is 555 um. The run gives 5 for the critical path buffer and inverter count. The row count came out at 202. STA classifies the critical path startpoint as an input port. With the post-route fraction of the period consumed by the critical path at 74.4%, the count of antenna-violating nets left after detailed routing is 0. Per the summary, power density relative to cell area is 102 nW/um^2. Per the placement report, the placed cell count is 14033. The run gives 12.12 ns for the shortest clock period the worst path allows after layout. The capture point of the worst register-to-register path is recorded as register[108][7]$_SDFFE_PN0P_. The CTS report gives the tree buffer count as 215.

Slew at the pin closest to its max-slew limit: 1.54 ns. The register with the most flip-flops in the final layout is register. STA classifies the critical path endpoint as a primary output. The cell sequence reported for the critical path is buf_8 > buf_4 > buf_4 > buf_4 > mux4_2 > a22oi_1 > a21oi_1 > o41ai_1 > nand4_1 > clkdlybuf4s50_1.

Data on the critical path is required at its endpoint by 13.04 ns. In this run, post-CTS repair resized a total of 0 instances. The tools report the wire length of the first global-routing pass as 461 mm. For this run, the top clock speed supported by timing is 82.5 MHz.

The horizontal die size is 555 um, and the Yosys warning count is 2. The cell sitting at the root of the clock tree is a sky130_fd_sc_hd__clkbuf_16. The run gives 11.9% for the fraction of final layout cells sized beyond drive strength 1. The insertion delay at the late pin of the worst-skew pair came out at 0.87 ns. The run gives 44.6% for the portion of synthesized cell area occupied by the leading cell type. The run gives 74084 as the via count.

Setup repair after global routing left no endpoint under its margin. The critical path in this run is classified as input port to primary output. The logs give 2 for the max-slew violation count and 30.2% for the starting utilization of the core area. The tools report the beginning of the worst register-to-register path as register[108][7]$_SDFFE_PN0P_. Data arrives at the worst endpoint at 8.86 ns. The total I/O pin count came out at 28. Per the CTS log, the maximum H-tree level is 4. The timing report shows that the slowest cell on the worst path is sky130_fd_sc_hd__o41ai_1.

Cell type with the highest aggregate area in the netlist: sky130_fd_sc_hd__dfxtp_1. In this run the deepest clock path goes through 3 buffers. The type recorded for the worst min-delay path is flip-flop to flip-flop.

The post-synth register bit count is 2048. In the layout the commonest cells are 4366 x sky130_fd_sc_hd__nand2_1, 2048 x sky130_fd_sc_hd__dfxtp_1, 1302 x sky130_fd_sc_hd__a21boi_0. For this run, design rule violations remaining after detail routing come to 0.

Looking at the VDD voltage map, the peak drop is 0.0828 mV. In this design, the critical path's most frequently occurring cell is sky130_fd_sc_hd__buf_4. The sequential cells in the finished layout cover a total of 41000 um^2.

The tools report the number of distinct library cell variants in the gate-level netlist after synthesis as 29. The cell family contributing the most delay on the critical path is buffers and inverters. The tools report the via count of the first global-routing pass as 70639.

Global route total overflow: 0. Entering global routing, the biggest net connects 120 pins. The floorplan step defined a die boundary enclosing 308000 um^2. The logs give 0 for the final number of hold-violating endpoints and 0 for the number of hold buffers added after cts.

The post-synthesis area per instance works out to 8.78 um^2. The largest registers in the layout are register x2048. Per the detail_route report, routed wire per instance is 21.2 um.

The port buffer count was 27. Sequential elements use 44.6% of the synthesized area. The synthesized netlist occupies a cell area of 91800 um^2.

The CTS sink count is 2048. The leakage component of the power was reported as 31.0 nW. With the number of standard cells reported by yosys at 10460, the final count of negative-setup-slack endpoints is 0.

With the violation count after the first detailed-route iteration at 5854, the flip-flop count of the largest register after layout is 2048. At the end of the flow the core is filled with cells to 34.0%. With the layout filler cell count at 30820, the core region area is 304000 um^2.

For this block, the routed nets add up to 306 mm of wire. For the initial antenna violation count, the log shows 5. Per the gpl log, the routability congestion estimate is 0.908.

The first TritonRoute pass finished after 5 iterations. Compared with the post-synthesis result, the final layout area differs by 12.5%. The number of warnings reported in the stage logs is 34. Summed over all failing endpoints, the final setup total negative slack is 0 ns. The logs give 192 mm for the post-DP HPWL and 0.449 ns for the final-layout worst hold slack.

The most frequent logic cell in the layout was sky130_fd_sc_hd__nand2_1. The clock-pin slew reported for the worst setup and hold paths after clock tree synthesis was 0.06 ns; the worst-case clock skew was 0 ns. The area recorded from the Yosys report for this design is 91800 um^2.

Across every metal layer, demand over resource in global routing totals 20.2%. The script logs the ratio of routed vias to standard cells as 5.13. Ranked by total cell area, the synthesized netlist is headed by sky130_fd_sc_hd__dfxtp_1 45%, sky130_fd_sc_hd__nand2_1 18%, sky130_fd_sc_hd__mux4_2 13%, sky130_fd_sc_hd__a21boi_0 11%, sky130_fd_sc_hd__a21boi_1 6.1%.

The worst hold path cell count is 2, and the biggest fanout along the worst timing path is 48. The number of maximum-capacitance constraint violations was 1. Post-CTS timing repair inserted 0 buffers for setup.

TritonCTS built the clock tree. The footprint of the multi-input gates is 48100 um^2, and the cell count of the worst reg-to-reg path is 2. The worst register-to-register path has a setup slack of 15.60 ns. The post-route non-filler standard cell count is 14433, and the headroom to the max-slew limit is -4.20%. Synthesis handed over a netlist of 10460 instances. Maximum single-stage delay on the critical path: 1.35 ns. The worst min-delay path startpoint was register[207][7]$_SDFFE_PN0P_.

The worst min-delay path endpoint is register[207][7]$_SDFFE_PN0P_.
logic make-up (layout without fill, tap and decap cells):
family | after synthesis | after routing | share of synthesized area [%]
flip-flops | 2048 | 2048 | 44.6
AND/OR/NAND/NOR | 4705 | 4705 | 19.7
multiplexers | 512 | 512 | 12.6
other | 0 | 3 | 0
AND-OR/OR-AND | 2464 | 2464 | 19.8
buffers and inverters | 731 | 621 | 3.24
metrics by stage:
step	power, W	instance area [um^2]	setup slack (ns)
4_1_cts	0.0106	103000	4.14
3_5_place_dp	0.00560	96100	4.12
3_3_place_gp	0.00560	96100	4.22
6_report	0.0105	103000	4.18
2_1_floorplan	0.00545	91800	8.01
5_1_grt	0.0108	103000	4.02
per-layer routing:
| metal | part of all wire (%) | up-vias | global-route usage (%) |
|---|---|---|---|
| li1 | - | 35011 | - |
| met1 | 42 | 35874 | 27.8 |
| met2 | 43 | 2612 | 29.6 |
| met3 | 10 | 576 | 7.65 |
| met4 | 4.1 | 11 | 6.71 |
| met5 | 0.076 | - | 0.516 |
power breakdown:
part	total (W)	switching [W]	internal [W]
clock network	0.00505	0.00213	0.00291
registers	0.00501	0.00000106	0.00501
logic	0.000489	0.000339	0.000149
area by class of cell:
| cell class | count | share of cell area [%] |
|---|---|---|
| Clock buffer | 332 | 6.22 |
| Tap cell | 4080 | 4.94 |
| Clock inverter | 65 | 0.787 |
| Antenna cell | 3 | 0.00726 |
| Multi-Input combinational cell | 7681 | 46.6 |
| Sequential cell | 2048 | 39.7 |
| Timing Repair Buffer | 224 | 1.82 |
worst reg2reg max path: cells and delay by family, from the launching register on:
kind	cells	cell delay, ns
AND/OR/NAND/NOR	1	0.06
flip-flops	1	0.37
AND-OR/OR-AND	1	0.19
cells in the mapped netlist:
cell                       count
sky130_fd_sc_hd__nand2_1    4367
sky130_fd_sc_hd__a22oi_1     256
sky130_fd_sc_hd__or3_1         6
sky130_fd_sc_hd__a21boi_1    746
sky130_fd_sc_hd__nor2b_1       6
sky130_fd_sc_hd__o41ai_1      32
sky130_fd_sc_hd__nor2_2      117
sky130_fd_sc_hd__or2_1         1
sky130_fd_sc_hd__nor4_2        2
sky130_fd_sc_hd__buf_1        34
sky130_fd_sc_hd__buf_4        13
sky130_fd_sc_hd__nor2_1      154
sky130_fd_sc_hd__and2_1        2
sky130_fd_sc_hd__nand4b_1      1
sky130_fd_sc_hd__a21boi_0   1302
sky130_fd_sc_hd__nand4_1       9
sky130_fd_sc_hd__and4b_1       1
sky130_fd_sc_hd__clkbuf_1    572
sky130_fd_sc_hd__nand2b_1      6
sky130_fd_sc_hd__dfxtp_1    2048
sky130_fd_sc_hd__and4_1        1
sky130_fd_sc_hd__nor3_1       10
sky130_fd_sc_hd__mux4_2      512
sky130_fd_sc_hd__and3_1        8
sky130_fd_sc_hd__nand3b_1      2
sky130_fd_sc_hd__nand3_1      12
sky130_fd_sc_hd__buf_2       105
sky130_fd_sc_hd__a21oi_1     128
sky130_fd_sc_hd__buf_6         7
worst max-delay path by stage:
| stage | startpoint | to | depth (start not counted) |
|---|---|---|---|
| 4_1_cts | i_addr[0] | o_data[1] | 11 |
| 5_1_grt | i_addr[0] | o_data[6] | 10 |
| 6_report | i_addr[0] | o_data[6] | 10 |
Power figures rest on the tool's default switching activity, not on a simulated workload.
